`./config.mk`:
```
export PLATFORM = sky130hd
export DESIGN_NAME = RegisterFile
export DESIGN_NICKNAME = RegisterFile
export VERILOG_FILES = /design/flow/design.v
export SDC_FILE = /design/flow/constraint.sdc
export NUM_CORES = 4
export LEC_CHECK = 1
export CORE_UTILIZATION = 50
```
`./constraint.sdc`:
```
current_design RegisterFile

set clk_period 5.8
set clk_io_pct 0.2

create_clock -name clk0 -period $clk_period [get_ports {clk}]

set non_clock_inputs [all_inputs -no_clocks]
set_input_delay [expr $clk_period * $clk_io_pct] -clock clk0 $non_clock_inputs
set_output_delay [expr $clk_period * $clk_io_pct] -clock clk0 [all_outputs]
```
`./design.v`:
```
module RegisterFile #(parameter WORD_SIZE = 32, ADDRESS_SIZE = 5) (
    input [(ADDRESS_SIZE-1):0] ReadReg1, ReadReg2, WriteReg,
    input [(WORD_SIZE-1):0] WriteData,
    input clk, RegWrite,
    output reg [(WORD_SIZE-1):0] ReadData1, ReadData2
);
    reg [(WORD_SIZE-1):0] memReg [0:((1<<ADDRESS_SIZE)-1)];
    assign ReadData1 = memReg[ReadReg1];    
    assign ReadData2 = memReg[ReadReg2];
    always @(posedge clk) begin
        memReg[0] = 32'b0;
        if(RegWrite & (WriteReg != 5'b0))       
            memReg[WriteReg] <= WriteData;
    end
endmodule
```
`./run.sh`:
```
#!/bin/bash
# OpenROAD 26Q1-2900-gdf79404cd8, Yosys 0.63+post, stock flow scripts
make -C /OpenROAD-flow-scripts/flow DESIGN_CONFIG=/design/flow/config.mk WORK_HOME=/design/flow/orfs finish
```
==> impl_metrics.toml <==
# flow metrics
[yosys]
syn_area_per_cell_um2 = 14.3
synth_area_mm2 = 0.0485
postSynthCellCount = 3386
ys_chip_area_mm2 = 0.0485
yosysUniqueCellTypes = 25
ys_sh_simple_pct = 4.74
synthAdderAreaFrac_pct = 0
ys_top_logic_family = "multiplexers"
ys.warnings.count = 3
yosys_cells = 3386
ys_sh_aoi_pct = 8.10
ys_sh_mux_pct = 21.1
xor_share_pct = 0
yosysSeqAreaShare_pct = 62.8
ys_seq_elements = 1024

[worst_setup_path]
cp_slowest_stage_delay_ns = 0.62
worstSetupStartpointType = "primary input"
cp_slowest_cell = "clkdlybuf4s50_1"
end_kind = "primary output"
path_cells = "clkdlybuf4s50_1 > and2_4 > buf_4 > a22o_1 > nor3_1 > a31oi_1 > nand3_1 > clkdlybuf4s50_1"
worst_ep_arrival_time_ns = 4.06
crit_buf_inv = 3
cp_max_fo = 22
crit_family = "buffers and inverters"
path_common_cell = "clkdlybuf4s50_1"
cp.required_ns = 4.64
path_class = "primary input to primary output"

[global_routing]
grt_util_met3_pct = 21.9
grt_pass1_wl_mm = 219
top_usage_layer = "met2"
grt_use_met1_pct = 43.2
grt_max_degree = 80
grt_overflow = 0
grt_util_all_layers_pct = 33.7
grt_pass1_vias = 33145
gr-usage-met2_pct = 49.0
antenna_found_initial = 2

[timing]
final_max_slew_viol_count = 0
rsz0062_at_grt = "no"
tns_ns = 0
fmaxAchievable_mhz = 191
fin_hold_ws_ns = 1.29
relSlewSlack_pct = 30.6
finalSetupViolCount = 0
tightest_slew_ns = 1.04
finalCritPeriodShare_pct = 90.1
layout_min_cycle_time_ns = 5.22
hold_viol = 0

[clock_tree]
cts.repair.resized = 0
cts-root-buf = "clkbuf_16"
htree_levels = 3
cts_tree = "yes"
clk_pin_slew_ns = 0.06
clock_path_buffers = 3
cts.hold.buffers_added = 0
cts_buffers = 108
clock_sinks = 1024
cts_setup_buffers = 0

[run_status]
status = "completed"

[floorplan]
ios = 113
die_width_um = 313
die-area_mm2 = 0.0982
core-area_mm2 = 0.0956
die_h_um = 313
placementRows = 113
floorplan.core_util_pct = 50.7

[route]
post_drt_via_cell_ratio = 6.37
drtIter0Drc = 2323
drt_wl_total_mm = 150
postRouteAntennaNets = 0
wl_per_cell_um = 30.4
vias = 31359
remaining_drc_errors = 0
drtPass1Iterations = 6

[final_layout]
final_layout_size_suffix_gt1_share_pct = 11.1
top_register = "memReg"
final_area_mm2 = 0.0557
synthToLayoutAreaGrowth_pct = 14.9
lay_top_count = "mux2i_1"
final_cells = 4926
largest_reg_flops = 1024
reg_top3 = "memReg x1024"
fill_cells = 7146
final_cell_mix = "mux2i_1 (1,024), edfxtp_1 (992), nand3_1 (194)"

[placed_design]
place_inst = 4721
portBuffers = 112
globalplace.congestion = 0.894
place_area_mm2 = 0.0519
place_hpwl_mm = 88.7

[run]
maxCapViolCount = 0
warnings = 26

[power]
leakagePower_nw = 20.8
ir_drop_uv = 241
power.density_mw_per_mm2 = 306
power_mw = 17.0

[hold_path]
holdCritPathClass = "primary input to flip-flop"
-- kinds of logic (layout without fill, tap and decap cells) --
group,Yosys count,in the layout
AND-OR/OR-AND,576,576
multiplexers,1024,1024
buffers and inverters,253,496
AND/OR/NAND/NOR,508,508
other,1,33
flip-flops,1024,1024
-- final cells by class --
cell class / count / area [µm²] / share of cell area, %
flip-flops and latches: 1024 / 30400 / 54.7
clock buffers: 146 / 3030 / 5.44
well taps: 1265 / 1580 / 2.84
diodes: 1 / 2.50 / 0.00449
clock inverters: 58 / 701 / 1.26
multi-input cells: 2140 / 16900 / 30.3
repair buffers: 292 / 3050 / 5.47
-- path summary, 6_finish.rpt --
| path | start | to | cells past startpoint |
|---|---|---|---|
| setup / recovery | ReadReg1[2] | ReadData1[11] | 8 |
| hold / removal | WriteData[1] | memReg[7][1] | 2 |
-- Yosys cell counts --
cell      count  area (µm²)
a22oi_1     192        1440
buf_4        48         360
or3_1         1        6.26
or3b_2        3        26.3
buf_2        68         340
buf_1         8        30.0
dfxtp_1      32         641
nand3_1     194         971
nand3b_1      5        37.5
nor2b_1       4        25.0
edfxtp_1    992       29800
buf_6        45         507
mux2i_1    1024       10200
nor2_1       34         128
a22o_1      128        1120
clkbuf_4      4        30.0
or2_2         2        12.5
nand2b_1      4        25.0
and2_1        2        12.5
nand2_1     195         732
conb_1        1        3.75
a31oi_1      64         400
clkbuf_1     80         300
nor3_1       64         320
a21oi_1     192         961
-- per-layer routing --
| layer | share of wire, % | up-vias | routed length (µm) |
|---|---|---|---|
| li1 | - | 13691 | - |
| met1 | 34 | 15295 | 51000 |
| met2 | 46 | 2008 | 68800 |
| met3 | 16 | 357 | 24000 |
| met4 | 4.0 | 8 | 6010 |
| met5 | 0.12 | - | 177 |
-- through the flow --
stage | setup WS, ns | utilization [%]
floorplan | 2.22 | -
global placement | 0.658 | 54.3
detailed placement | 0.648 | 54.3
CTS | 0.642 | 58.3
global route | 0.516 | 58.3
finish | 0.576 | 58.3
-- report_power, final --
part / internal (mW) / switching (mW)
clock: 4.33 / 2.89
combinational: 0.615 / 0.957
sequential: 8.21 / 0.0413
total: 13.2 / 3.88
